==> design.v <==
module ALU(
    input logic CLK,
    input logic RST,
    input logic ACT,
    input logic[3:0]  OP,
    input logic[1:0]  MOVI,
    input logic[31:0] REG_A,
    input logic[31:0] REG_B,
    input logic[31:0] MEM,
    input logic[31:0] IMM,
    output logic[31:0] DATA,
    output logic       RDY,
    output logic       VLD,
    input logic COVERAGE_CAPTURE    
);
    import "DPI-C" function void write_cov();        
    always_ff @(posedge COVERAGE_CAPTURE) begin      
        write_cov();                                 
    end                                              
    typedef enum logic [1:0] {
        INIT,
        FIRST_STAGE,
        MUL_FIRST_STAGE,
        MUL_SECOND_STAGE
    } state_type;
    state_type state_curr;
    state_type state_next;
    always_comb begin
        case (state_curr)
            INIT:
                if (ACT) begin
                    if (mult_req)
                        state_next = MUL_FIRST_STAGE;
                    else
                        state_next = FIRST_STAGE;
                end else
                     state_next = INIT;
            FIRST_STAGE:      state_next = INIT;
            MUL_FIRST_STAGE:  state_next = MUL_SECOND_STAGE;
            MUL_SECOND_STAGE: state_next = INIT;
        endcase
    end
    always_ff @(posedge CLK) begin
        if (RST) begin
            state_curr  <= INIT;
        end else begin
            state_curr <= state_next;
            if (state_next == MUL_FIRST_STAGE)
                mult_res <= operand_A * operand_B;
        end
    end
    always_comb begin
        case (state_curr)
            INIT:             DATA = 32'b0;
            FIRST_STAGE:      DATA = norm_res;
            MUL_FIRST_STAGE:  DATA = mult_res[31:0];
            MUL_SECOND_STAGE: DATA = mult_res[63:32];
        endcase
    end
    logic[31:0] operand_A;
    logic[31:0] operand_B;
    logic[31:0] norm_res;
    logic[63:0] mult_res;
    logic       mult_req;
    assign operand_A = REG_A;
    assign VLD = (state_curr != INIT) & ~RST;
    assign RDY = state_curr == INIT;
    always_comb begin
        case (MOVI)
            2'b00:   operand_B = REG_B;
            2'b01:   operand_B = MEM;
            2'b10:   operand_B = IMM;
            default: operand_B = '0;
        endcase
    end
    always_comb begin
        norm_res = 32'b0;
        mult_req = 0;
        if (RDY) begin
            case (OP)
                4'b0000: norm_res = operand_A + operand_B;             
                4'b0001: norm_res = operand_A - operand_B;             
                4'b0010: mult_req = 1;                                 
                4'b0011: norm_res = {1'b0, operand_B[31:1]};           
                4'b0100: norm_res = {operand_B[30:0], 1'b0};           
                4'b0101: norm_res = {operand_B[0], operand_B[31:1]};   
                4'b0110: norm_res = {operand_B[30:0], operand_B[31]};  
                4'b0111: norm_res = ~operand_B;                        
                4'b1000: norm_res = operand_A & operand_B;             
                4'b1001: norm_res = operand_A | operand_B;             
                4'b1010: norm_res = operand_A ^ operand_B;             
                4'b1011: norm_res = ~(operand_A & operand_B);          
                4'b1100: norm_res = ~(operand_A | operand_B);          
                4'b1101: norm_res = ~(operand_A ^ operand_B);          
                4'b1110: norm_res = operand_B + 1;                     
                4'b1111: norm_res = operand_B - 1;                     
            endcase
        end
    end
endmodule
==> run.sh <==
#!/bin/bash
# OpenROAD 26Q1-2900-gdf79404cd8, Yosys 0.63+post, stock flow scripts
make -C /OpenROAD-flow-scripts/flow DESIGN_CONFIG=/design/flow/config.mk WORK_HOME=/design/flow/orfs finish
==> config.mk <==
export PLATFORM = sky130hd
export DESIGN_NAME = ALU
export DESIGN_NICKNAME = ALU
export VERILOG_FILES = /design/flow/design.v
export SDC_FILE = /design/flow/constraint.sdc
export NUM_CORES = 4
export LEC_CHECK = 1
export CORE_UTILIZATION = 30
export SYNTH_HDL_FRONTEND = slang
==> constraint.sdc <==
current_design ALU

set clk_period 19.3
set clk_io_pct 0.2

create_clock -name clk0 -period $clk_period [get_ports {CLK}]

set non_clock_inputs [all_inputs -no_clocks]
set_input_delay [expr $clk_period * $clk_io_pct] -clock clk0 $non_clock_inputs
set_output_delay [expr $clk_period * $clk_io_pct] -clock clk0 [all_outputs]
==> run notes <==
Implementation numbers.

- The number of buffers added for setup after CTS is 0.
- Of the post-synthesis cell area, the dominant cell type holds 0.493.
- Per the gpl log, the routability congestion estimate is 0.919.
- The run finished with clean final reports.
- The clock insertion delay at the later pin of the skew report is 330 ps.
- The longest incremental delay of any stage on the critical path is reported as 590 ps.
- The endpoint required time on the critical path is 19,370 ps.
- The number of hold buffers added after CTS was 0.
- The setup path with the least slack is of type input pin to flip-flop.
- Across every metal layer, demand over resource in global routing totals 0.169.
- The detailed router finished its first iteration with 818 violations.
- The cell type of the slowest stage on the worst timing path is or4_4.
- The relative area change from synthesis to final layout is 10.3%.
- The first global-routing pass estimated 154,000 µm of wire.
- In this run, distinct cell masters in the synthesized netlist total 57.
- STA classifies the critical path startpoint as an input pin.
- The post-CTS resize count is 0.
- The number of global-route vias before repair came to 27,500.
- For reference, the placement row count at floorplan is 127.
- Counting endpoints that fail hold in the final report gives 0.
- The floorplan step defined a core boundary enclosing 120,000 µm².
- The routed via count is 25,500.
- The chip area line of the yosys report is 36,400 µm².
- From the final report, the count of setup violators was given as 0.
- The length in cells of the worst reg-to-reg path is 5.
- In the hold timing report, the worst path depth is 1.
- The cell type with the highest aggregate area in the netlist is fa_1.
- The routed design shows a via density per instance of 4.59.
- The buffer_ports step reported a buffer count of 170.
- The fmax is 79.5 MHz.
- The instance area at placement is 39,900 µm².
- Hold timing on the final database bottoms out at a slack of 681 ps.
- The post-route fraction of the period consumed by the critical path is 0.652.
- TritonCTS built the clock tree.
- The utilization of the core after routing is 0.334.
- The average detailed-routed wire length per instance is 16.9 µm.
- The chip occupies 123,000 µm².
- STA classifies the critical path endpoint as a flip-flop.
- The class of the tightest hold or removal check is flip-flop to flip-flop.
- The most used flip-flop cell is edfxtp_1.
- Yosys printed 0 warnings.
- For the pin with the worst max-slew slack, the measured transition is 874 ps.
- The DRC violations left is 0.
- Pin placement for this block handled 172 I/O pins.
- The number of flops mapped to enable cells by yosys is 64.
- Setup repair after global routing left no endpoint under its margin.
- In this run the tools logged warnings totalling 26.
- The shortest period the worst path allows is 12,580 ps.
- The HPWL after detailed placement is 74,100 µm.
- The initial antenna violation count came to 2.
- The average cell area after synthesis is 9.29 µm².
- Of the cells placed in the final design, the portion with a size suffix greater than 1 is 0.0325.
- The number of cells produced by synthesis is 3,920.
- The async set-reset flop share out of synthesis is 0.
- In the post-synthesis netlist, the biggest area contributors are fa_1 (49%), and2_1 (10%), ha_1 (9.0%), inv_1 (8.8%), edfxtp_1 (5.3%).
- The data arrival time of the critical path is 12,650 ps.
- The total routed wirelength is 94,000 µm.
- The final count of pins violating max slew is 0.
- CTS added clock buffers totalling 9.
- The antenna diode count is 0.
- After routing the design area is 40,100 µm².
- The post-route setup TNS is 0 ps.
- The buffer depth of the longest clock path is 2.
- Of the synthesized area, sequential elements account for 0.0539.
- The count of instantiated cells in the yosys netlist is 3,920.
- The worst slew margin relative to its limit is 0.402.
- Before antenna repair, the detailed router went through 5 iterations.
- STA lists the maximum fanout along the critical path as 33.
- The count of H-tree levels built during CTS is 3.
- The netlist area before placement is 36,400 µm².
- The tree built by TritonCTS fans out to 66 sinks.
- In the floorplan report the effective utilization is 0.303.
- By instance count, the cell type seen most on the critical path is fa_1.
- From bottom edge to top edge, the die measures 350 µm.
- Entering global routing, the biggest net connects 42 pins.
- The tool flagged a number of max-cap violations equal to 0.
- The aggregate global routing overflow is 0.
- The detail route stage leaves a number of antenna-violating nets equal to 0.
- According to the floorplan report, the die width is 350 µm.
- The root buffer selected by CTS is clkbuf_16.
- The register clock-pin slew on the reported worst setup and hold paths is 60 ps.
- After synthesis the netlist holds a flip-flop and latch count of 66.
- In the final run the clock tree shows a worst skew of 9.88 ps.
==> worst max-delay path, delay by kind of cell <==
kind / cells / cell delay, ps
buffers and inverters: 6 / 1350
AND/OR/NAND/NOR: 5 / 1330
adder cells (fa/ha/maj): 9 / 4420
AND-OR/OR-AND: 6 / 1470
XOR/XNOR: 1 / 170
==> path summary, 6_finish.rpt <==
path,slack [ps],from,to
worst max register to register,16930,state_curr[1],mult_res[12]
worst min-delay path,680,state_curr[0],state_curr[0]
worst min register to register,680,state_curr[0],state_curr[0]
worst max-delay path,6720,MOVI[1],mult_res[57]
==> placed cells by master (no fill, tap or decap), types with 17 or more instances in the layout <==
cell | synthesis | layout
nor2_1 | 37 | 37
a21oi_1 | 66 | 66
inv_1 | 855 | 855
a21o_1 | 30 | 30
o21ai_2 | 1 | 33
ha_1 | 263 | 263
xnor2_1 | 42 | 42
clkdlybuf4s50_1 | 0 | 168
fa_1 | 896 | 896
o21ai_0 | 63 | 33
xor2_1 | 22 | 22
nand2_1 | 495 | 495
and2_1 | 610 | 610
nand4_1 | 20 | 20
edfxtp_1 | 64 | 64
buf_4 | 0 | 71
mux2i_1 | 64 | 64
o21bai_1 | 17 | 17
nor2b_1 | 39 | 38
==> cell type report <==
type                       count  area (µm²)
multi-input combinational   2761       30500
fill                       12300       80000
inverter                     855        3210
clock inverter                 7        43.8
sequential                    66        1960
timing repair buffer         241        2220
clock buffer                   9         225
tap                         1612        2020
==> sequential cells by signal, summed over array words and instances, names as in the netlist <==
signal	cells
mult_res	64
state_curr	2
==> stage by stage <==
step | worst slack [ps] | instances
floorplan | 7270 | 3920
global placement | 6340 | 5535
detailed placement | 6330 | 5535
CTS | 6670 | 5551
global route | 6280 | 5551
finish | 6720 | 5551
==> synth_stat cells (17+ instances only) <==
cell and instances:
nor2b_1 39, fa_1 896, nor2_1 37, xnor2_1 42, and2_1 610, mux2i_1 64
a21o_1 30, nand4_1 20, clkbuf_1 230, o21bai_1 17, o21ai_0 63, ha_1 263
xor2_1 22, edfxtp_1 64, inv_1 855, nand2_1 495, a21oi_1 66
==> logic make-up after synthesis <==
logic type / count (synthesis) / share of synthesized area
muxes: 64 / 0.0176
DFF: 66 / 0.0539
and+or+nand+nor: 1240 / 0.176
AOI/OAI and AO/OA: 234 / 0.0406
adders and majority gates: 1159 / 0.583
xor gates and xnor gates: 64 / 0.0154
buffers and inverters: 1093 / 0.113
==> metal layers <==
layer | part of all wire | track usage | up-vias | wire, µm
met1 | 0.42 | 0.241 | 12800 | 39900
met2 | 0.45 | 0.254 | 1097 | 42700
li1 | - | - | 11500 | -
met5 | 0.00023 | 0 | - | 22
met3 | 0.11 | 0.0740 | 92 | 10100
met4 | 0.013 | 0.0171 | 4 | 1250
